[flow/design.v]
module and2(	input a,b,
		output y);
	assign y = a & b;
endmodule
module fsm_control (
    input wire clk,
    input wire reset,
    input wire start,           
    input wire sipo_done,
    input wire mult_done,
    output reg sipo_enable,
    output reg mult_enable,
    output reg piso_enable 
);
    parameter IDLE    = 2'b00;
    parameter RECEIVE = 2'b01;
    parameter COMPUTE = 2'b10;
    parameter OUTPUT  = 2'b11;
    reg [1:0] state, next_state;
    always @(posedge clk or posedge reset) begin
        if (reset)
            state <= IDLE;
        else
            state <= next_state;
    end
    always @(*) begin
        sipo_enable = 1'b0;
        mult_enable = 1'b0;
        piso_enable = 1'b0; 
        next_state  = state;
        case (state)
            IDLE: begin
                if (start) 
                    next_state = RECEIVE;
            end
            RECEIVE: begin
                sipo_enable = 1'b1;
                if (sipo_done)
                    next_state = COMPUTE;
            end
            COMPUTE: begin
                mult_enable = 1'b1; 
                if (mult_done)
                    next_state = OUTPUT;
            end
            OUTPUT: begin
                piso_enable = 1'b1;
            end
            default: next_state = IDLE;
        endcase
    end
endmodule
module full_adder( input a, b, cin,
	 output cout, sum);
	wire cout1, cout2, sum_ha0;
	half_adder ha_0(a,b,sum_ha0,cout1);  
	half_adder ha_1(cin, sum_ha0, sum, cout2);
	assign cout = cout1 | cout2; 
endmodule
module half_adder (    input a,b,
		       output sum, cout);
	assign sum = a ^ b;
	assign cout = a & b;
endmodule
module mult_4x4 (
    input [3:0] m,   
    input [3:0] q,   
    input mult_on,
    output reg [7:0] S,   
    output reg mult_done
);
wire A0, A1, A2, A3, A4, A5, A6, A7, A8, A9, A10, A11, A12, A13, A14, A15;
reg ground = 1'b0;
and2 AND0(m[0], q[0], A0);
and2 AND1(m[1], q[0], A1);
and2 AND2(m[2], q[0], A2);
and2 AND3(m[3], q[0], A3);
and2 AND4(m[0], q[1], A4);
and2 AND5(m[1], q[1], A5);
and2 AND6(m[2], q[1], A6);
and2 AND7(m[3], q[1], A7);
wire cout0, sum0;
full_adder fa0(A1, A4, ground, cout0, sum0);
wire cout1, sum1;
full_adder fa1(A2, A5, cout0, cout1, sum1);
wire cout2, sum2;
full_adder fa2(A3, A6, cout1, cout2, sum2);
wire cout3, sum3;
full_adder fa3(ground, A7, cout2, cout3, sum3);
and2 AND8(m[0], q[2], A8);
and2 AND9(m[1], q[2], A9);
and2 AND10(m[2], q[2], A10);
and2 AND11(m[3], q[2], A11);
wire cout4, sum4;
full_adder fa4(sum1, A8, ground, cout4, sum4);
wire cout5, sum5;
full_adder fa5(sum2, A9, cout4, cout5, sum5);
wire cout6, sum6;
full_adder fa6(sum3, A10, cout5, cout6, sum6);
wire cout7, sum7;
full_adder fa7(cout3, A11, cout6, cout7, sum7);
and2 AND12(m[0], q[3], A12);
and2 AND13(m[1], q[3], A13);
and2 AND14(m[2], q[3], A14);
and2 AND15(m[3], q[3], A15);
wire cout8, sum8;
full_adder fa8(sum5, A12, ground, cout8, sum8);
wire cout9, sum9;
full_adder fa9(sum6, A13, cout8, cout9, sum9);
wire cout10, sum10;
full_adder fa10(sum7, A14, cout9, cout10, sum10);
wire cout11, sum11;
full_adder fa11(cout7, A15, cout10, cout11, sum11);
always @(*) begin
    if (mult_on) begin
	 S[0] = A0;
	 S[1] = sum0;
	 S[2] = sum4;
	 S[3] = sum8;
	 S[4] = sum9;
	 S[5] = sum10;
	 S[6] = sum11;
	 S[7] = cout11;
        mult_done = 1;
    end else begin
        S = 8'b00000000;   
        mult_done = 0;
    end
end
endmodule
module piso (
    input clk,
    input reset, 
    input piso_enable,
    input piso_on,   
    input wire [7:0] data_in,
    output reg serial_out,  
    output done
);
    reg [7:0] shift_reg;
    reg load;
    always @(posedge clk or posedge reset) begin
        if (reset) begin
            shift_reg <= 8'b0;
            load <= 1'b0;
            serial_out <= 1'b0;  
        end else begin
            if (piso_on) begin
                shift_reg <= data_in;   
                load <= 1'b1;
            end else if (piso_enable && load) begin
                serial_out <= shift_reg[0];  
                shift_reg <= shift_reg >> 1;  
            end
        end
    end
    assign done = 1'b1;
endmodule
module sipo (
    input wire clk,
    input wire reset, 
    input wire serial_in,
    input wire shift_enable, 
    output reg [3:0] A,
    output reg [3:0] B,
    output reg sipo_done
);
    reg [2:0] bit_counter; 
    always @(posedge clk or posedge reset) begin
        if (reset) begin
            A <= 4'b0000;
            B <= 4'b0000;
            bit_counter <= 3'b000;
            sipo_done <= 1'b0;
        end
        else if (shift_enable) begin
            if (bit_counter < 4) 
                A <= {A[2:0], serial_in}; 
            else if (bit_counter < 8) 
                B <= {B[2:0], serial_in}; 
            bit_counter <= bit_counter + 1;
            if (bit_counter == 7)
                sipo_done <= 1'b1;
        end
        else 
            sipo_done <= 1'b0;
    end
endmodule
module top_module(
	input clk, reset, start, in,
	output done, out
);
wire flag;
wire piso_on;
wire mult_on;
wire sipo_on;
wire sipo_done;
wire mult_done;
fsm_control fsm (
	.clk(clk),
	.reset(reset),
	.start(start),
	.sipo_done(sipo_done),
	.mult_done(mult_done),
	.sipo_enable(sipo_on),
	.mult_enable(mult_on),
	.piso_enable(piso_on)
);
sipo sipo_mod(
	.clk(clk),
	.reset(reset),
	.serial_in(in),
	.shift_enable(sipo_on),
	.A(A),
	.B(B),	
	.sipo_done(sipo_done)
);
mult_4x4 mult(
	.m(A),
	.q(B),
	.mult_on(mult_on),
	.S(mult_out),
	.mult_done(mult_done)
);
piso piso_mod(
	.clk(clk),
	.reset(reset),
	.piso_enable(sipo_on),
	.piso_on(piso_on),
	.data_in(mult_out),
	.serial_out(out),
	.done(done)
);
endmodule
[flow/run.sh]
#!/bin/bash
# OpenROAD 26Q1-2900-gdf79404cd8, Yosys 0.63+post, stock flow scripts
make -C /OpenROAD-flow-scripts/flow DESIGN_CONFIG=/design/flow/config.mk WORK_HOME=/design/flow/orfs finish
[flow/config.mk]
export PLATFORM = sky130hd
export DESIGN_NAME = top_module
export DESIGN_NICKNAME = top_module
export VERILOG_FILES = /design/flow/design.v
export SDC_FILE = /design/flow/constraint.sdc
export NUM_CORES = 4
export LEC_CHECK = 1
export CORE_AREA = 10 10 70 70
export DIE_AREA = 0 0 80 80
[flow/constraint.sdc]
current_design top_module

set clk_period 2.4
set clk_io_pct 0.2

create_clock -name clk0 -period $clk_period [get_ports {clk}]

set non_clock_inputs [all_inputs -no_clocks]
set_input_delay [expr $clk_period * $clk_io_pct] -clock clk0 $non_clock_inputs
set_output_delay [expr $clk_period * $clk_io_pct] -clock clk0 [all_outputs]
==> results.txt <==
Gp weighted congestion -> 0.6865
Post-route core utilization -> 16.15%
Maximum buffer depth of the clock tree -> 2
Ys cells -> 33
Buffers on Ports -> 3
Number of core rows -> 21
Largest register FFs -> 4
Clock period minus worst slack -> 1.567 ns
Starting Density -> 13.04%
Total clock buffers created by CTS -> 3
Via/cell ratio -> 2.941
Seq share, synth -> 62.08%
Top achievable clock speed -> 0.6380 GHz
Share of the clock period used by the worst path after layout -> 65.31%
CP top delay family -> buffers and inverters
Fraction of synthesized cell area taken by the top area cell type -> 56.18%
Critical path peak fanout -> 2
Yosys warning count -> 13
Total Routing Usage GR -> 2.241%
Postcts setup bufs -> 0
Die Width -> 80 um
Tally of OpenROAD warnings -> 26
Pin count of the biggest net entering global routing -> 12
Main area contributors -> dfrtp_1 56%, mux2_4 6.7%, dfstp_2 5.9%
Cells along the critical path -> clkdlybuf4s50_1
CTS Root Buffer Type -> clkbuf_4
Initial DRC Count -> 1
RSZ-0062 raised after global routing -> false
Number of remaining DRC errors -> 0
Overall power -> 0.3169 mW
Vertical die dimension -> 80 um
Critical path origin -> piso_mod.serial_out
Area of the chip -> 6400 um^2
Number of max-slew violations in the final report -> 0
CP max-delay cell -> clkdlybuf4s50_1
Crit path launch type -> flop
Clock Pin Slew Worst Setup and Hold Paths -> 0.07 ns
Largest stage delay on the critical path -> 0.47 ns
Number of endpoints failing setup at the final stage -> 0
Setup skew after layout -> 0.002273 ns
Fill cell count -> 389
Boundary Pins -> 6
Final HPWL from detailed placement -> 464.7 um
FF+latch count, synth -> 11
Ratio of cells with drive above 1 in the final layout -> 17.95%
Number of standard cells after synthesis -> 33
Setup slack of the critical path after layout -> 0.8326 ns
Top reg by flops -> fsm.state
Source of the worst hold timing path -> piso_mod.load
Worst min-delay path class -> flop to flop
Cell Area, Placed -> 525.5 um^2
Layout-stage area growth over the synthesis result -> 23.88%
Worst endpoint data arrival time -> 1.09 ns
Total routed wire length on the met1 layer -> 345 um
Antenna violations before repair -> 0
Total negative slack for setup checks -> 0 ns
R2R cell count -> 2
Via total after detailed routing -> 250
# H-tree levels -> 1
Met3 WL -> 48 um
Non-Filler Cell Area, Final -> 551.8 um^2
Hold Fails Final Rpt -> 0
Number of antenna-violating nets in the routed design -> 0
Via count of the first global-routing pass -> 246
Total wirelength of the detailed-routed design -> 660 um
Avg WL per Cell -> 7.765 um
Cell leakage power -> 0.2246 nW
Post-Place Setup Slack -> 1.104 ns
Post-synthesis async set-or-reset flop share -> 100.0%
Insertion Delay late pin -> 0.27 ns
Met2 Wirelength -> 258 um
Top flip-flop cell by instance count after synthesis -> dfrtp_1
PwrDens -> 574.2 nW/um^2
Critical Setup Path Class -> flop to output port
Count of flip-flops with a built-in enable after synthesis -> 0
Worst path depth -> 1
Count of inserted antenna diode cells -> 0
Synthesized area divided by synthesized cell count -> 13.50 um^2
Cell type with the largest total area after synthesis -> dfrtp_1
Sort of element at the end of the critical path -> output port
Core area -> 3416 um^2
Post-synth design cell area -> 445.4 um^2
Summed standard-cell area reported by yosys -> 445.4 um^2
Sinks on Clock Net -> 11
Library cells used by synthesis -> 20
Post-cts sizing count -> 0
TritonCTS clock tree -> built
Worst reg2reg path startpoint -> fsm.state[3]
Total grt overflow -> 0
Registers with the most flip-flops -> fsm.state (4), sipo_mod.bit_counter (3)
Wire length of the first global-routing pass -> 1.145 mm
Critical Path RT -> 1.92 ns
Hold buffer count at CTS -> 0
Outcome -> completed
First-pass iteration count of the detailed router -> 3
Highest Signal Layer -> met4
# Max-Cap Violations -> 0
Buf+Inv Stages, Crit Path -> 1
Worst hold stages -> 1
Highest ir drop seen on vdd -> 0.3076 mV
## final timing paths
kind	slack, ns	endpoint
setup / recovery	0.83	out
hold / removal	0.45	piso_mod.shift_reg[0]
setup reg to reg	1.14	sipo_mod.bit_counter[1]
hold reg to reg	0.45	piso_mod.shift_reg[0]
max in group asynchronous	1.58	fsm.state[0]
min in group asynchronous	0.50	piso_mod.shift_reg[0]
## metal layers
| layer | up-vias | GRT usage (%) |
|---|---|---|
| met5 | - | 0 |
| met4 | 0 | 0.3521 |
| met3 | 2 | 1.591 |
| met2 | 7 | 2.488 |
| met1 | 121 | 3.336 |
| li1 | 120 | - |
## placed cells by master, fill, tap and decap left out
master,netlist,layout
o21ai_0,1,1
or2_1,2,2
conb_1,1,1
nor4b_1,1,1
ha_1,2,2
and2_1,1,1
xor2_1,1,1
mux2_4,2,2
dfstp_2,1,1
nand2b_1,1,1
a21oi_1,1,1
clkbuf_4,0,3
inv_1,2,2
clkdlybuf4s50_1,0,3
nor2b_1,1,1
dfrtp_1,10,10
nor2_1,1,1
nor3_2,1,1
o21a_1,1,1
nand2_1,1,1
mux2_1,1,1
clkbuf_1,0,1
## power by group
group / switching (mW) / total, mW / internal (mW) / leakage (nW)
sequential: 0 / 0.185 / 0.185 / 0.134
combinational: 0.00399 / 0.00696 / 0.00297 / 0.0752
clock: 0.0602 / 0.125 / 0.0643 / 0.0150
## Yosys cell counts, types with 2 or more instances
library cell,number
dfrtp_1,10
ha_1,2
inv_1,2
mux2_4,2
or2_1,2
## logic make-up (layout without fill, tap and decap cells)
family,count (synthesis),count (layout),share of synthesized area (%)
AOI/OAI and AO/OA,3,3,3.931
xor gates and xnor gates,1,1,1.967
adders and majority gates,2,2,5.617
buffers and inverters,3,9,3.372
DFF,11,11,62.08
muxes,3,3,9.270
other,1,1,0.8419
and+or+nand+nor,9,9,12.92
## area by class of cell
cell class / count / area (um^2) / share of cell area (%)
sequential: 11 / 276.5 / 50.11
clock buffer: 4 / 26.28 / 4.762
inverter: 2 / 7.507 / 1.361
tap: 46 / 57.56 / 10.43
multi-input combinational: 19 / 153.9 / 27.89
timing repair buffer: 3 / 30.03 / 5.442
## worst register-to-register path, cell delays in order, from the launching register on
cell,delay [ns]
dfrtp_1,0.42
nor3_2,0.40
mux2_4,0.34
## through the flow
step / hold slack, ns / cells
after global placement: 0.4403 / 81
after detailed placement: 0.4429 / 81
after global routing: 0.4858 / 85
after CTS: 0.4523 / 85
final: 0.4495 / 85
after floorplan: 0.3317 / 33
Power figures rest on the tool's default switching activity, not on a simulated workload.
